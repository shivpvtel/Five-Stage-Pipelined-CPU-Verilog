<file path="flow/run.sh">
#!/bin/bash
# OpenROAD 26Q1-2900-gdf79404cd8, Yosys 0.63+post, stock flow scripts
make -C /OpenROAD-flow-scripts/flow DESIGN_CONFIG=/design/flow/config.mk WORK_HOME=/design/flow/orfs finish
</file>
<file path="flow/config.mk">
export PLATFORM = sky130hd
export DESIGN_NAME = datapathModule
export DESIGN_NICKNAME = datapathModule
export VERILOG_FILES = /design/flow/design.v
export SDC_FILE = /design/flow/constraint.sdc
export NUM_CORES = 4
export LEC_CHECK = 1
export CORE_AREA = 10 10 263 263
export DIE_AREA = 0 0 273 273
export SYNTH_MEMORY_MAX_BITS = 65536
</file>
<file path="flow/constraint.sdc">
current_design datapathModule

set clk_period 5.3
set clk_io_pct 0.2

create_clock -name clk0 -period $clk_period [get_ports {clk}]

set non_clock_inputs [all_inputs -no_clocks]
set_input_delay [expr $clk_period * $clk_io_pct] -clock clk0 $non_clock_inputs
set_output_delay [expr $clk_period * $clk_io_pct] -clock clk0 [all_outputs]
</file>
<file path="flow/design.v">
`timescale 1ns / 1ps
`timescale 1ns / 1ps
module ProgramCounter(
    input wire [31:0] nextPc,
    input wire clk,
  output reg [31:0] PC
    );
    initial begin
        PC = 100;
        end
        always @(posedge clk) begin
        PC <= nextPc;
        end
    endmodule
module InstructionMemory(
  input wire [31:0] PC,
output reg [31:0] instOut
);
reg [31:0] memory [0:63];
initial begin
    memory[25] = {6'b100011, 5'b00001, 5'b00010, 5'b00000, 5'b00000, 6'b000000};
    memory[26] = {6'b100011, 5'b00001, 5'b00011, 5'b00000, 5'b00000, 6'b000100};
    memory[27] = {6'b100011, 5'b00001, 5'b00100, 5'b00000, 5'b00000, 6'b001000};
    memory[28] = {6'b100011, 5'b00001, 5'b00101, 5'b00000, 5'b00000, 6'b001100};
    memory[29] = {6'b000000, 5'b00010, 5'b01010, 5'b00110, 5'b00000, 6'b100000};
    end
    always @(*) begin
      instOut = memory[PC[7:2]];
    end
    endmodule
module DataMemory(
  input wire clk,
  input wire [31:0] mr,
  input wire [31:0] mqb,
  input wire  mwmem,
  output reg [31:0] mdo
);
reg [31:0] dmemory [0:511];
initial begin
    dmemory[0] = 32'hA00000AA;
    dmemory[4] = 32'h10000011;
    dmemory[8] = 32'h20000022;
    dmemory[12] = 32'h30000033;
    dmemory[16] = 32'h40000044;
    dmemory[20] = 32'h50000055;
    dmemory[24] = 32'h60000066;
    dmemory[28] = 32'h70000077;
    dmemory[32] = 32'h80000088;
    dmemory[36] = 32'h90000099;
    end
    always @(*) begin
      mdo <= dmemory[mr];
    end
    always @(negedge clk) begin
        if (mwmem == 1)begin
        dmemory[mr] <= mqb;
    end
    end
    endmodule
module pcAdder(
  input wire [31:0] PC,
    output reg [31:0] nextPc
    );
    always @(*) begin
        nextPc = PC + 4;
        end
    endmodule
module ifid(
    input clk,
    input wire [31:0] instOut,
    output reg [31:0] dinstOut
    );
    always @(posedge clk) begin
    dinstOut <= instOut;
    end
    endmodule
module controlUnit(
    input wire [5:0] op,
    input wire [5:0] func,
    input wire [4:0] rs,
    input wire [4:0] rt,
    input wire ewreg, 
    input wire em2reg,
    input wire [4:0] edestReg,
    input wire mwreg, 
    input wire mm2reg,
    input wire [4:0] mdestReg,
    output reg wreg,
    output reg wmem,
    output reg regrt,
    output reg m2reg,
    output reg aluimm,
    output reg [3:0] aluc,
    output reg [1:0] fwda,
    output reg [1:0] fwdb
    );
initial begin
        fwda <= 2'b00;
        fwdb <= 2'b00;
    end 
    always@ (*) begin
        fwda <= 2'b00;
        fwdb <= 2'b00;
        if (rs == edestReg)
        begin
        case(op) 6'b000000:
        begin
            fwda <= 2'b01;
            end
        6'b100011:
        begin
            fwda <= 2'b11;
            end
        endcase
     end
     if(rt == edestReg)
     begin
        case(op) 6'b000000:
        begin
            fwdb <= 2'b01;
            end
        6'b100011:
        begin
            fwdb <= 2'b11;
            end
        endcase
     end
     if(rs == mdestReg)
     begin
        case (op) 6'b000000:
        begin
            fwda <= 2'b10;
            end
        6'b100011:
        begin
            fwda <= 2'b11;
            end
        endcase
     end
     if(rt == mdestReg)
     begin
        case(op) 6'b000000: 
        begin
            fwdb <= 2'b10;
            end
        6'b100011:
        begin
            fwdb <= 2'b11;
            end
        endcase
     end
     case(op) 6'b000000:
     begin
        case(func) 6'b100000: 
        begin
            wmem <= 1'b0;
            wreg <= 1'b1;
            m2reg <= 1'b0;
            aluimm <= 1'b0;
            aluc <= 4'b0010;
            regrt <= 1'b0;
            end
        6'b100010:
        begin    
            wmem <= 1'b0;
            wreg <= 1'b1;
            m2reg <= 1'b0;
            aluimm <= 1'b0;
            aluc <= 4'b0110;
            regrt <= 1'b0; 
            end
        6'b100100:
        begin
            wmem <= 1'b0;
            wreg <= 1'b1;
            m2reg <= 1'b0;
            aluimm <= 1'b0;
            aluc <= 4'b0000;
            regrt <= 1'b0; 
            end
        6'b100101:
        begin
            wmem <= 1'b0;
            wreg <= 1'b1;
            m2reg <= 1'b0;
            aluimm <= 1'b0;
            aluc <= 4'b0001;
            regrt <= 1'b0; 
            end
        6'b100110:
        begin
            wmem <= 1'b0;
            wreg <= 1'b1;
            m2reg <= 1'b0;
            aluimm <= 1'b0;
            aluc <= 4'b1001;
            regrt <= 1'b0; 
            end
        endcase
    end
    6'b100011: 
    begin
        wmem <= 1'b0;
        wreg <= 1'b1;
        m2reg <= 1'b1;
        aluimm <= 1'b1;
        aluc <= 4'b0010;
        regrt <= 1'b1; 
        end    
    default:
    begin
        wmem <= 1'bX;
        wreg <= 1'bX;
        m2reg <= 1'bX;
        aluimm <= 1'bX;
        aluc <= 4'bXXXX;
        regrt <= 1'bX; 
        end 
     endcase  
  end
  endmodule
module regRTmux(
    input wire regrt,
    input wire[4:0] rd,
    input wire [4:0] rt,
    output reg [4:0] destReg
    );
        always @(*) begin
        if (regrt==0) begin
            destReg <= rd;
        end
        else begin
            destReg <= rt;
            end
        end
    endmodule
module registerFile(
    input wire [4:0] rt,
    input wire [4:0] rs,
    input wire [4:0] wdestReg,
    input wire [31:0] wbData,
    input wire wwreg,
    input wire clk,
    output reg [31:0] qa,
    output reg [31:0] qb
    );
    reg [31:0] registers [0:31];
    integer i;
    initial begin
        for(i=0; i<32; i = i+1)
            begin
                registers[i] = 32'b0;
             end
        end
         always @(*) begin
             qa <= registers[rs];
             qb <= registers[rt];
            end
         always @(negedge clk) begin
            if (wwreg ==1) begin
                registers[wdestReg] <= wbData;
            end
         end
         endmodule
module idexe(
    input wire clk,
    input wire wmem, 
    input wire wreg,
    input wire m2reg,
    input wire aluimm,
    input wire [3:0] aluc,
    input wire [31:0] imm32,
    input wire [4:0] destReg,
      input wire [31:0] Fwda_MuxOut,
    input wire [31:0] Fwdb_MuxOut,
    output reg ewmem,
    output reg ewreg,
    output reg em2reg,
    output reg ealuimm,
    output reg [31:0] eqa,
    output reg [31:0] eqb,
    output reg [3:0] ealuc,
    output reg [31:0] eimm32,
    output reg [4:0] edestReg
    );
    always @(posedge clk) begin
        ewmem <= wmem;
        ewreg <= wreg;
        em2reg <= m2reg;
        ealuimm <= aluimm;
        eqa <= Fwda_MuxOut;
        eqb <= Fwdb_MuxOut;
        ealuc <= aluc;
        eimm32 <= imm32;
        edestReg <= destReg;
        end
endmodule
module exeMem(
    input clk, 
    input ewreg, 
    input em2reg, 
    input ewmem,
    input [4:0] edestReg, 
    input [31:0] r, 
    input [31:0] eqb, 
    output reg mwreg, 
    output reg mm2reg, 
    output reg  mwmem, 
    output reg [4:0] mdestReg, 
    output reg [31:0] mr, 
    output reg [31:0] mqb
);
always @(posedge clk) begin
        mwmem <= ewmem;
        mwreg <= ewreg;
        mm2reg <= em2reg;
        mqb <= eqb;
        mr <= r;
        mdestReg <= edestReg;
        end
    endmodule
module memWB(
    input mwreg,
    input  mm2reg, 
    input [4:0] mdestReg, 
    input [31:0] mr, 
    input [31:0] mdo,
    input clk,
    output reg wwreg, 
    output reg wm2reg, 
    output reg [4:0] wdestReg, 
    output reg [31:0] wr, 
    output reg [31:0] wdo
);
always @(posedge clk) begin
        wwreg <= mwreg;
        wm2reg <= mm2reg;
        wdo <= mdo;
        wr <= mr;
        wdestReg <= mdestReg;
        end
    endmodule
module immExtend(
 input wire [15:0] imm,
 output reg [31:0] imm32
 );
 always @(*) begin
     imm32 <= {{16{imm[15]}},imm};
 end
 endmodule
module aluMux(
input wire [31:0] eqb,
input wire [31:0] eimm32,
input wire ealuimm,
output reg [31:0] b
);
        always @(*) begin
        if (ealuimm==0) begin
            b <= eqb;
        end
        else begin
            b <= eimm32;
            end
        end
endmodule
module alu(
input wire [31:0] eqa,
input wire [31:0] b,
input wire [3:0] ealuc,
output reg [31:0] r
);
        always @(*) begin
        if (ealuc == 4'b0110) begin
            r <= eqa - b;
            end
        else if (ealuc == 4'b0010) begin
            r <= b + eqa;
            end
         else if (ealuc == 4'b0001) begin
            r <= eqa|b;
            end
         else if (ealuc == 4'b1001) begin
            r <= eqa^b;
            end
        else if (ealuc == 4'b0000) begin
            r <= eqa & b;
            end
        end
endmodule
module WbMux(
input wire [31:0] wr,
input wire [31:0] wdo,
input wire wm2reg,
output reg [31:0] wbData
);
        always @(*) begin
        if (wm2reg==0) begin
            wbData <= wr;
        end
        else begin
            wbData <= wdo;
            end
        end
endmodule
module FwdaMux(
    input wire [31:0] qa,  
    input wire [31:0] r,
    input wire [31:0] mr,
    input wire [31:0] mdo,
    input wire [1:0] fwda,
    output reg [31:0] Fwda_MuxOut
    );
    always @(*) begin
        case (fwda)
            2'b00:
            begin
                Fwda_MuxOut <= qa;
            end
            2'b01:
            begin
                Fwda_MuxOut <= r;
            end
            2'b10:
            begin
                Fwda_MuxOut <= mr;
            end
            2'b11:
            begin
                Fwda_MuxOut <= mdo;
            end
        endcase
    end
endmodule
module FwdbMux(
    input wire [31:0] qb,     
    input wire [31:0] r,
    input wire [31:0] mr,
    input wire [31:0] mdo,
    input wire [1:0] fwdb,
    output reg [31:0] Fwdb_MuxOut
    );
    always @(*) begin
        case (fwdb)
            2'b00:
            begin
                Fwdb_MuxOut <= qb;
            end
            2'b01:
            begin
                Fwdb_MuxOut <= r;
            end
            2'b10:
            begin
                Fwdb_MuxOut <= mr;
            end
            2'b11:
            begin
                Fwdb_MuxOut <= mdo;
            end
        endcase
    end
endmodule
module datapathModule(
    input clk,
    output wire [31:0] PC,
    output wire [31:0] dinstOut,
    output wire ewreg,
    output wire em2reg,
    output wire ewmem,
    output wire [3:0] ealuc,
    output wire ealuimm,
    output wire [4:0] edestReg,
    output wire [31:0] eqa,
    output wire [31:0] eqb,
    output wire [31:0] eimm32,
    output wire mwreg,
    output wire mm2reg,
    output wire mwmem,
    output wire [4:0] mdestReg,
    output wire [31:0] mr,
    output wire [31:0] mqb,
    output wire wwreg,
    output wire wm2reg,
    output wire [4:0] wdestReg,
    output wire [31:0] wr,
    output wire [31:0] wdo,
    output wire [4:0] rs,
    output wire [4:0] rt,
    output wire [31:0] wbData,
    output wire [31:0] qa,
    output wire [31:0] qb
    );
    wire [31:0] nextPC;
    pcAdder pcAdder(PC, nextPC);
    ProgramCounter ProgramCounter(nextPC, clk, PC);
    wire[31:0] instOut;
    InstructionMemory InstructionMemory(PC, instOut);
    ifid ifid(clk, instOut, dinstOut);
    wire [5:0] instr = dinstOut[31:26];
    assign rs = dinstOut[25:21];  
    assign rt = dinstOut[20:16];  
    wire [4:0] rd = dinstOut[15:11]; 
    wire [5:0] func = dinstOut[5:0];
    wire [15:0] imm = dinstOut[15:0];
    wire wreg, m2reg, aluimm, wmem, regrt;
    wire [3:0] aluc;
    wire [1:0] fwda;
    wire [1:0] fwdb;
    controlUnit controlUnit(instr, func, rs, rt, ewreg, em2reg, edestReg, mwreg, mm2reg, mdestReg, wreg, wmem, regrt, m2reg, aluimm, aluc,
    fwda, fwdb);
    wire [4:0] destReg;
  regRTmux regRTmux(regrt, rd, rt, destReg);
  registerFile registerFile(rt, rs, wdestReg, wbData, wwreg, clk, qa, qb);
    wire [31:0] imm32;
    immExtend immExtend(imm, imm32);
    idexe idexe (clk, wmem, wreg, m2reg, aluimm, aluc, imm32, destReg, Fwda_MuxOut, Fwdb_MuxOut, ewmem, ewreg, em2reg, ealuimm, eqa, eqb, ealuc, eimm32, edestReg);
    wire [31:0] b;
    aluMux aluMux(eqb, eimm32, ealuimm, b);
    wire [31:0] r;
    alu alu(eqa, b, ealuc, r);
    exeMem exeMem(clk, ewreg, em2reg, ewmem, edestReg, r, eqb, mwreg, mm2reg, mwmem, mdestReg, mr, mqb);
    wire [31:0] mdo;
    DataMemory DataMemory(clk, mr, mqb, mwmem, mdo);
    memWB memWB(mwreg, mm2reg, mdestReg, mr, mdo, clk, wwreg,  wm2reg, wdestReg, wr, wdo);  
    WbMux WbMux(wr, wdo, wm2reg, wbData);
    FwdaMux FwdaMux(qa, r, mr, mdo, fwda, Fwda_MuxOut);
    FwdbMux FwdbMux(qb, r, mr, mdo, fwdb, Fwdb_MuxOut);
endmodule
</file>
==> results.yml <==
# generated from flow reports
power:
  share_comb_of_total_power_pct: 0.4
  seq_power_share_pct: 44.7
  power_frac_clock_pct: 54.9
  p_switching_uw: 990
  ir_drop_uv: 228
  p_int_uw: 3020
  power_density_nw_per_um2: 298
  leakagePower_uw: 0.00587
  swShare_pct: 24.7
layout:
  comb_area_um2: 3540
  lay_top_cells: "288 x conb_1, 154 x inv_1, 144 x edfxtp_1"
  layout_top_cell: "conb_1"
  postLayoutCoreUtil_pct: 21.3
  drive_gt1_share_pct: 16.5
  fillerInstances: 6667
  syn2layout_area_growth_pct: 24.0
  ff_latch_area_um2: 5820
detailed_routing:
  wire_per_inst_um: 15.1
  drt_iter0_drc: 254
  drc: 0
  wirelength_um: 29800
  vias: 6133
  avgViaCountPerCell: 3.10
  ant_nets: 0
  drtPass1Iterations: 4
critical_path:
  rr_endpoint: "idexe.eqb[0]"
  reg2reg_from: "registerFile.registers[15][0]"
  crit_fanout: 2
  endpoint_kind: "output pin"
  ff2ff_path_depth: 5
  r2r_slack_ns: 0.78
  slowest_delay_ns: 0.48
  required_ns: 4.24
  cp_data_arrival_time_ns: 4.71
  crit_path_start_kind: "flip-flop"
  crit_chain: "mux4_2 -> mux2_2 -> a22o_1 -> buf_2"
  path_class: "flip-flop to output pin"
  crit_slowest_cell: "mux4_2"
synth:
  postSynthAreaPerCell_um2: 13.1
  ff_type: "edfxtp_1"
  ys_types: 50
  yosys-top-cells-area: "edfxtp_1 40%, buf_4 23%, dfxtp_1 13%, mux4_2 8.5%, xnor2_1 1.9%"
  async_flop_share_pct: 0
  synth_top_cell_by_area: "edfxtp_1"
  edf_count: 144
  ys_ff: 219
  syn-instance-count: 825
  syn-cell-area_um2: 10800
  ys_cells: 825
  synth-warning-count: 23
  yosysChipArea_um2: 10800
  netlist.area_leader.share_pct: 39.9
floorplan:
  io_pins: 423
  initCoreUtil_pct: 17.2
  die_h_um: 273
  die_w_um: 273
  dieArea_um2: 74500
  placeableCoreArea_um2: 63200
  fp-row-count: 92
timing:
  worst_pin_slew_ns: 0.833
  setup_viol: 23
  slew_headroom_pct: 44.5
  slew_viol_final: 0
  untimed_endpoints: 4
  clock_skew_ns: 0.0725
  holdWs_ns: 0.329
  hold_viol_final: 0
  fin_ws_ns: -0.468
  rsz0062_at_grt: "yes"
  unclocked_regs: 2
clocking:
  clk_path_buf_depth: 3
  cts-root-buf: "clkbuf_16"
  path_clk_slew_ns: 0.06
  cts_htree_levels: 1
  insertion_delay_ns: 0.60
  cts_tree: "yes"
  ctsHoldBuffers: 0
  numCtsBuffers: 24
placement:
  dp_slack_ns: -0.322
  place_hpwl_um: 21800
  numPortBuffers: 134
  gp_congestion: 0.830
global_routing:
  antenna_found_initial: 1
  overflow: 0
  track_usage_pct: 7.87
  grt_pass1_wl_um: 43200
  grt_pass1_vias: 7348
  grt_start_max_net_pins: 39
min_path:
  hold_class: "flip-flop to flip-flop"
  min_delay_path_depth: 0
  worstHoldStart: "FwdaMux.mdo[29]"
  whs_endpoint: "memWB.wdo[29]"
job:
  warning_count: 173
  max-cap-violations: 0
outcome:
  violations: "setup timing"
  status: "complete, but fails checks"
[logic make-up (layout without fill, tap and decap cells)]
kind of cell / after synthesis / after routing / share of synthesized area, %
AOI/OAI and AO/OA: 31 / 31 / 1.88
xor gates and xnor gates: 40 / 40 / 3.23
adders and majority gates: 4 / 4 / 0.461
buffers and inverters: 358 / 374 / 24.5
DFF: 217 / 217 / 53.3
latches: 2 / 2 / 0.277
muxes: 59 / 59 / 10.7
other: 2 / 291 / 0.0692
and+or+nand+nor: 112 / 112 / 5.62
[area by class of cell]
cell class	count	share of cell area [%]
diodes	3	0.0558
flip-flops and latches	219	43.3
clock buffers	27	5.02
inverters	10	0.279
well taps	846	7.87
repair buffers	176	11.6
clock inverters	161	5.53
multi-input cells	534	26.4
[registers in the layout, summed over array words and instances, names as in the netlist, 2 cells and up]
register,flops
idexe.edestReg,4
memWB.wr,6
FwdaMux.mdo,2
memWB.wdo,2
memWB.wdestReg,4
ProgramCounter.PC,30
idexe.eimm32,3
ifid.dinstOut,5
exeMem.mr,6
exeMem.mdestReg,4
registerFile.registers,144
[worst max-delay path, delay by kind of cell (launching register included)]
family / cells / cell delay [ns]
multiplexers: 2 / 0.75
flip-flops: 1 / 0.35
AND-OR/OR-AND: 1 / 0.24
buffers and inverters: 1 / 0.14
[cells in the mapped netlist, types with 11 or more instances]
cell type,n
and3_1,11
buf_4,329
dfxtp_1,73
edfxtp_1,144
mux2i_1,11
mux4_2,41
nand2_1,26
nor2_1,21
nor2b_1,13
xnor2_1,24
xor2_1,16
[metal layers]
metal	routed length [µm]	global-route usage, %
met3	4350	6.61
met4	274	1.54
met1	11800	8.56
met5	0	0
met2	13400	11.7
[power by group through the flow]
stage / combinational, µW / sequential, µW / clock (µW)
4_1_cts: 21.1 / 1790 / 2290
6_report: 14.8 / 1790 / 2200
5_1_grt: 27.0 / 1790 / 2460
[stage by stage]
stage               cell area [µm²]  total power, µW  instances  TNS, ns
global route                  13400             4270       1973    -7.70
CTS                           13400             4100       1973    -6.24
finish                        13400             4010       1976    -5.60
global placement              12000             2010       1781    -1.87
floorplan                     11900             2130       1111        0
detailed placement            12000             2000       1781    -2.04
[how the worst max path moves through the flow]
stage / start / to / slack [ns] / cells past startpoint
4_1_cts: registerFile.registers[15][0] / qb[0] / -0.48 / 4
5_1_grt: registerFile.registers[12][0] / qb[0] / -0.53 / 4
6_report: registerFile.registers[15][0] / qb[0] / -0.47 / 4
[repair_timing]
item,4_1_cts,5_1_grt
setup endpoints to repair,24,24
endpoints found under the hold margin,0,0
pin swaps,10,0
resized,99,3
setup buffers,8,1
Power figures rest on the tool's default switching activity, not on a simulated workload.
